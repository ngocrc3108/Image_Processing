<file path="/design/flow/config.mk">
export PLATFORM = sky130hd
export DESIGN_NAME = processing
export DESIGN_NICKNAME = processing
export VERILOG_FILES = /design/flow/design.v
export SDC_FILE = /design/flow/constraint.sdc
export NUM_CORES = 4
export LEC_CHECK = 1
export CORE_UTILIZATION = 40
</file>
<file path="/design/flow/constraint.sdc">
current_design processing

set clk_period 6.8
set clk_io_pct 0.2

create_clock -name clk0 -period $clk_period [get_ports {CLK}]

set non_clock_inputs [all_inputs -no_clocks]
set_input_delay [expr $clk_period * $clk_io_pct] -clock clk0 $non_clock_inputs
set_output_delay [expr $clk_period * $clk_io_pct] -clock clk0 [all_outputs]
</file>
<file path="/design/flow/design.v">
`timescale 1ns / 1ps
module processing
#(
  parameter MAX_WIDTH 	= 1080, 						 
			MAX_HEIGHT 	= 1080, 						 
			INFILE = "input.hex", 			 
			BRIGHTNESS_OFFSET = 100,							 
			SIGN = 0								 
)
(
	input CLK,									 
	input RESET,								 
	input [1:0] OPCODE,
    input [11:0] READ_WIDTH,
    input [11:0] READ_HEIGHT,
    input [7:0]  READ_RED,					         
    input [7:0]  READ_GREEN,					     
    input [7:0]  READ_BLUE,					         
    output reg [11:0] READ_ROW, 								 
    output reg [11:0] READ_COL, 								 
	output reg [11:0] WRITE_WIDTH,
	output reg [11:0] WRITE_HEIGHT,
	output reg [11:0] WRITE_ROW,
	output reg [11:0] WRITE_COL,
    output reg [7:0]  WRITE_RED,					 
    output reg [7:0]  WRITE_GREEN,					 
    output reg [7:0]  WRITE_BLUE					 
);			
localparam BRIGHTNESS = 0;
localparam GRAYSCALE = 1;
localparam ROTATE = 2;
localparam IDLE		  = 2'b00;			 
localparam PROCESSING = 2'b01;			 
reg [1:0] cstate; 								 
reg [1:0] nstate;								 
reg start;										 
reg reset_d;									 
integer average;								 
integer tempRed, tempGreen, tempBlue;
reg [18:0] data_count; 							 
wire ctrl_done;					 
always@(posedge CLK, negedge RESET)
begin
    if(!RESET) begin
        start <= 0;
		reset_d <= 0;
    end
    else begin										 
        reset_d <= RESET;							 
		if(RESET == 1'b1 && reset_d == 1'b0)		 
			start <= 1'b1;
		else
			start <= 1'b0;
    end
end
always@(posedge CLK, negedge RESET)
begin
    if(~RESET) begin
        cstate <= IDLE;
    end
    else begin
        cstate <= nstate;  
    end
end
always @(*) begin
	case(cstate)
		IDLE: begin
			if(start)
				nstate = PROCESSING;
			else
				nstate = IDLE;
		end				
		PROCESSING: begin
			if(ctrl_done)
				nstate = IDLE;
			else 
				nstate = PROCESSING;	
		end
	endcase
end
always@(posedge CLK, negedge RESET)
begin
    if(~RESET) begin
		data_count <= 0;
        READ_ROW <= 0;
		READ_COL <= 0;
    end
	else begin
        data_count <= data_count + 1;
        if(READ_COL == READ_WIDTH - 1) begin
            READ_ROW <= READ_ROW + 1;
            READ_COL <= 0;
        end
        else
            READ_COL <= READ_COL + 1;
	end
end
assign ctrl_done = (data_count >= READ_WIDTH*READ_HEIGHT-1)? 1'b1: 1'b0;  
always @(*)
	if(OPCODE == BRIGHTNESS) begin
		WRITE_WIDTH <= READ_WIDTH;
		WRITE_HEIGHT <= READ_HEIGHT;
		WRITE_ROW <= READ_ROW;
		WRITE_COL <= READ_COL;
		if(SIGN == 1) begin
			tempRed <= READ_RED + BRIGHTNESS_OFFSET;
			WRITE_RED <= tempRed > 255 ? 255 : tempRed;
			tempGreen <= READ_GREEN + BRIGHTNESS_OFFSET;
			WRITE_GREEN <= tempGreen > 255 ? 255 : tempGreen;
			tempBlue <= READ_BLUE + BRIGHTNESS_OFFSET;
			WRITE_BLUE <= tempBlue > 255 ? 255 : tempBlue;
		end
		else begin
			tempRed <= READ_RED - BRIGHTNESS_OFFSET;
			WRITE_RED <= tempRed < 0 ? 0 : tempRed;
			tempGreen <= READ_GREEN - BRIGHTNESS_OFFSET;
			WRITE_GREEN <= tempGreen < 0 ? 0 : tempGreen;
			tempBlue <= READ_BLUE - BRIGHTNESS_OFFSET;
			WRITE_BLUE <= tempBlue < 0 ? 0 : tempBlue;
		end
	end
	else if(OPCODE == GRAYSCALE) begin
		WRITE_WIDTH <= READ_WIDTH;
		WRITE_HEIGHT <= READ_HEIGHT;
		WRITE_ROW <= READ_ROW;
		WRITE_COL <= READ_COL;
		average <= (READ_RED + READ_GREEN + READ_BLUE) / 3;
		WRITE_RED <= average;
		WRITE_GREEN <= average;
		WRITE_BLUE <= average;
	end
	else if(OPCODE == ROTATE) begin
		WRITE_WIDTH <= READ_HEIGHT;
		WRITE_HEIGHT <= READ_WIDTH;
		WRITE_ROW <= READ_COL;
		WRITE_COL <= READ_HEIGHT - READ_ROW;
		WRITE_RED <= READ_RED;
		WRITE_GREEN <= READ_GREEN;
		WRITE_BLUE <= READ_BLUE;	
	end
endmodule
</file>
<file path="/design/flow/run.sh">
#!/bin/bash
# OpenROAD 26Q1-2900-gdf79404cd8, Yosys 0.63+post, stock flow scripts
make -C /OpenROAD-flow-scripts/flow DESIGN_CONFIG=/design/flow/config.mk WORK_HOME=/design/flow/orfs finish
</file>
==> flow_metrics.py <==
# Flow results
metrics = {
    "critical_path": {
        "end_kind": "register",
        "worst-setup-path-type": "in -> reg",
        "start_kind": "primary input",
        "r2r_cells": 12,
        "cp_max_fo": 17,
        "cp.required_ns": 6.94,
        "crit_arrival_ns": 4.71,
    },
    "clock_network": {
        "post_cts_buffers": 0,
        "cts_inserted_buffers": 3,
        "insertion_delay_ns": 0.26,
        "clkTransAtPathRegs_ns": 0.06,
        "cts_hold_buffers": 0,
        "clockRootBuffer": "clkbuf_16",
        "cts.repair.resized": 0,
        "cts_buffer_depth": 2,
        "cts_tree": "built",
        "htree_levels": 1,
    },
    "pwr": {
        "leakagePower_nw": 3.390,
        "power.density_nw_per_um2": 189.9,
        "power_mw": 1.476,
        "ir_drop_mv": 0.1184,
    },
    "cells_and_area": {
        "lay_top_cells": "clkdlybuf4s50_1, dlxtn_1, nand2_1",
        "combGateArea_sq_um": 3525,
        "nFillCells": 1268,
        "lay_top_count": "clkdlybuf4s50_1",
        "flop_area_sq_um": 2207,
        "area_delta_synth_final_pct": 28.77,
        "final_cells": 1022,
        "drive_above_1_share": 0.05967,
    },
    "yosys": {
        "ys_ff": 131,
        "syn_area_sq_um": 6036,
        "async_reset_ff_frac": 0.1832,
        "netlist_instances": 708,
        "top_cell_area_share": 0.1988,
        "top_cells_by_area": "dlxtn_1, dfrtp_1, dlxtp_1",
        "yosysUniqueCellTypes": 65,
        "synthFlopType": "dlxtn_1",
        "ys_chip_area_sq_um": 6036,
        "postSynthAreaPerCell_sq_um": 8.525,
        "edf_count": 0,
        "largest_area_cell": "dlxtn_1",
        "yosysWarnings": 1,
        "ys_cells": 708,
    },
    "timing": {
        "untimed_endpoints": 179,
        "unclocked_pins": 107,
        "period_used_share": 0.6731,
        "slew_viol_final": 0,
        "grt_setup_unrepaired": "no",
        "fin_ws_ns": 2.223,
        "max-slew-margin-rel": 0.4629,
        "final_hold_viol_count": 0,
        "max_freq_mhz": 218.5,
        "finalSetupTns_ns": 0,
        "whs_ns": 0.5072,
        "setup_viol": 0,
        "fin_skew_ns": 0.006485,
        "max_slew.worst_pin.slew_ns": 0.8027,
        "period_minus_slack_ns": 4.577,
    },
    "floorplan": {
        "rows": 44,
        "chipArea_sq_um": 15590,
        "core-area_sq_um": 14640,
        "die_w_um": 124.8,
        "initial_core_util": 0.4122,
        "die_y_um": 124.8,
        "ios": 148,
    },
    "route": {
        "wl_per_cell_um": 16.32,
        "drc": 0,
        "diodes": 0,
        "drt_iter0_drc": 367,
        "via_per_inst": 5.288,
        "firstDrtPassIters": 25,
        "totalWireLength_um": 16680,
        "drtAntennaViolNets": 0,
        "vias": 5404,
    },
    "placed_design": {
        "io_buffers": 147,
        "dp.cells": 1018,
        "gp_congestion": 0.9215,
        "dp_hpwl_um": 13340,
        "dp_slack_ns": 2.052,
    },
    "outcome": {
        "status": "completed",
    },
    "global_route": {
        "grt_pass1_wl_um": 27320,
        "grt_use_total": 0.2256,
        "antenna_found_initial": 0,
        "grt_pass1_vias": 5100,
        "grt_max_degree": 75,
        "gr-total-overflow": 0,
    },
    "job": {
        "openroad.warnings": 25,
        "cap_viol_max_count": 0,
    },
    "hold_path": {
        "min_path_type": "reg -> reg",
        "min_path_cells": 1,
    },
}
[through the flow]
| stage | util | instance area [sq um] |
|---|---|---|
| floorplan | - | 6036 |
| global placement | 0.5236 | 7667 |
| detailed placement | 0.5236 | 7667 |
| CTS | 0.5308 | 7772 |
| global route | 0.5308 | 7772 |
| finish | 0.5308 | 7772 |
[layout make-up]
cell class | instances | area share
clock buffer | 3 | 0.009659
timing repair buffer | 152 | 0.1938
sequential | 131 | 0.2840
tap | 184 | 0.02962
inverter | 53 | 0.02560
clock inverter | 1 | 0.003863
multi-input combinational | 498 | 0.4535
[worst paths after layout]
kind                                    startpoint                 endpoint  slack, ns
setup / recovery                     READ_WIDTH[5]  READ_ROW[8]$_DFFE_PN0N_       2.22
hold / removal             READ_ROW[6]$_DFFE_PN0N_  READ_ROW[6]$_DFFE_PN0N_       0.51
setup reg to reg             READ_COL[3]$_DFF_PN0_  READ_ROW[8]$_DFFE_PN0N_       3.76
hold reg to reg            READ_ROW[6]$_DFFE_PN0N_  READ_ROW[6]$_DFFE_PN0N_       0.51
max in group asynchronous                    RESET  READ_ROW[2]$_DFFE_PN0N_       5.09
min in group asynchronous                    RESET  READ_ROW[9]$_DFFE_PN0N_       1.47
[critical path: stages]
cell	delay, ns
clkdlybuf4s50_1	0.59
nor4_1	0.51
nand3_1	0.23
or3_1	0.35
nand3_1	0.08
o21ai_1	0.07
o22a_1	0.21
nor3_2	0.17
buf_4	0.24
nand2_1	0.12
nor3_1	0.47
nand3_1	0.17
xnor2_1	0.15
[per-layer routing]
metal  vias up  wire length (um)  share of wire  global-route usage
met5         -                 0              0                   0
met4         0                 8        0.00048             0.01148
met3         2              1598          0.096             0.03897
met2       261              7090           0.43              0.3311
met1      2430              7985           0.48              0.3735
li1       2711                 -              -                   -
[cells by family (layout without fill, tap and decap cells)]
| logic type | count (synthesis) | in the layout | synth area share |
|---|---|---|---|
| buffers and inverters | 79 | 209 | 0.05058 |
| AND/OR/NAND/NOR | 198 | 198 | 0.1611 |
| flip-flops | 24 | 24 | 0.09950 |
| multiplexers | 29 | 29 | 0.05328 |
| AND-OR/OR-AND | 171 | 171 | 0.1864 |
| latches | 107 | 107 | 0.2660 |
| XOR/XNOR | 64 | 64 | 0.09598 |
| adder cells (fa/ha/maj) | 36 | 36 | 0.08706 |
[synthesized netlist by cell type (all sizes together), types with 2 or more instances]
cell / number
a211o: 4
a211oi: 16
a21boi: 8
a21o: 10
a21oi: 45
a221o: 3
a221oi: 2
a22oi: 2
a311oi: 3
a31oi: 6
and2: 11
and3: 7
and4: 2
buf: 2
clkbuf: 24
dfrtp: 24
dlxtn: 80
dlxtp: 27
fa: 10
ha: 26
inv: 53
mux2: 25
mux2i: 4
nand2: 63
nand2b: 6
nand3: 27
nand3b: 3
nor2: 41
nor2b: 5
nor3: 15
nor3b: 3
nor4: 6
o211ai: 8
o21ai: 43
o22ai: 4
o2bb2ai: 2
o31ai: 6
or2: 2
or3: 4
xnor2: 40
xor2: 24
[flip-flops by register name (all words and copies together), names as in the netlist, 9 cells and up]
name          flops
tempRed           9
READ_COL         12
WRITE_HEIGHT     12
WRITE_COL        12
WRITE_WIDTH      12
WRITE_ROW        12
tempGreen         9
READ_ROW         12
tempBlue          9
[report_power, final]
part	switching [mW]	internal [mW]	leakage, nW
logic	0.519	0.447	2.18
clock network	0.0504	0.117	0.0511
registers	0.0700	0.272	1.16
total	0.640	0.836	3.39
Power and IR drop assume default switching activity.
